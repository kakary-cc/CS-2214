[flow/run.sh]
#!/bin/bash
# OpenROAD 26Q1-2900-gdf79404cd8, Yosys 0.63+post, stock flow scripts
make -C /OpenROAD-flow-scripts/flow DESIGN_CONFIG=/design/flow/config.mk WORK_HOME=/design/flow/orfs finish
[flow/config.mk]
export PLATFORM = sky130hd
export DESIGN_NAME = alu
export DESIGN_NICKNAME = alu
export VERILOG_FILES = /design/flow/design.v
export SDC_FILE = /design/flow/constraint.sdc
export NUM_CORES = 4
export LEC_CHECK = 1
export CORE_AREA = 10 10 70 70
export DIE_AREA = 0 0 80 80
[flow/constraint.sdc]
current_design alu

set clk_period 1.6
set clk_io_pct 0.2

create_clock -name clk0 -period $clk_period

set non_clock_inputs [all_inputs -no_clocks]
set_input_delay [expr $clk_period * $clk_io_pct] -clock clk0 $non_clock_inputs
set_output_delay [expr $clk_period * $clk_io_pct] -clock clk0 [all_outputs]
[flow/design.v]
module full_adder_nodelay(A, B, Cin, S, Cout);
   input A, B, Cin;
   output S, Cout;
   assign S = A ^ B ^ Cin;
   assign Cout = (A & B) | (A & Cin) | (B & Cin);
endmodule  
module four_bit_adder(A, B, Cin, S, Cout);
   input [3:0]  A;
   input [3:0]  B;
   input        Cin;
   output [3:0] S;
   output       Cout;
   wire         C1, C2, C3;
   full_adder_nodelay FA1(A[0], B[0], Cin, S[0], C1);
   full_adder_nodelay FA2(A[1], B[1], C1,  S[1], C2);
   full_adder_nodelay FA3(A[2], B[2], C2,  S[2], C3);
   full_adder_nodelay FA4(A[3], B[3], C3,  S[3], Cout);
endmodule
module alu(A, B, Op, S);
   input [3:0]  A;
   input [3:0]  B;
   output [3:0] S;
   input [2:0]  Op;
   wire [3:0] selected_B;
   assign selected_B = Op[2] ? ~B : B;
   wire [3:0] AND;
   assign AND = A & selected_B;
   wire [3:0] OR;
   assign OR = A | selected_B;
   wire [3:0] SUM;
   wire dispose;
   four_bit_adder FA1(A, selected_B, Op[2], SUM, dispose);
   wire [3:0] SLT;
   assign SLT = SUM[3];
   assign S = Op[1] ? (Op[0] ? SLT : SUM) : (Op[0] ? OR : AND);
endmodule
==> run summary <==
Physical implementation

The final max-slew violation count recorded for this run is 0. The fraction of the core area covered by cells at the end of the flow is 21.5%. Global routing consumed, over all layers together, 3.04% of the routing resources. The final critical-path share of the clock period is 139%. The cell leakage power is 0.368 nW. The remaining antenna violation count is 0. The number of max-cap violations is 0. The die span in y is 80 µm. The synthesis run shows the most used standard cells to be 9 x sky130_fd_sc_hd__inv_1, 8 x sky130_fd_sc_hd__ha_1, 4 x sky130_fd_sc_hd__xor2_1. For this block, the via count after detailed routing is 381.

In this run, the number of DRC markers left after iteration 0 of detailed routing was 0. The transition time at the pin with the least slew margin is 313 ps. The origin of the worst min-delay path is B[3]. The part of the power in combinational logic is 100.0%.

A synthesized cell averages 8.21 µm². After technology mapping, the gate count stands at 41. The placement row count is 21. The number of port buffers is 15. The final layout contains a sequential cell count of 0. The chip footprint is 0.00640 mm². In this run the worst setup path begins at B[1]. The iteration count recorded for the first detailed-route pass is 1. The post-route setup TNS is -2280 ps. In this run, placement finished with an instance count of 114. The critical path required time is 1280 ps. The fraction of the yosys area taken by sequential cells is 0%. The pin count of the biggest net entering global routing is 9. The last timing report of the flow puts the setup violation total at 4. The cell taking the most area after synthesis is sky130_fd_sc_hd__ha_1. The signed area change from the synthesized netlist to the final layout is 118%.

In this run the tightest slew margin relative to its limit is 79.1%. The number of warnings reported in the stage logs is 41. At the end of routability-driven placement, the weighted congestion stood at 0.760. The area taken by sequential standard cells is reported as 0 µm². The first global-routing pass estimated 1.62 mm of wire. The average wire per cell in the routed design is 8.69 µm. Per the timing report, the achievable frequency comes out to 450 MHz. After synthesis, the cell types taking the most area are sky130_fd_sc_hd__ha_1 30%, sky130_fd_sc_hd__fa_1 12%, sky130_fd_sc_hd__xor2_1 10%. The run finished, with violations left. The hold violation count in the final report is 0.

STA on the placed design reports a worst setup slack of -1400 ps. The largest voltage drop on the vdd net is 0.0571 mV. STA classifies the critical path endpoint as an output pin. The post-route DRC violation count is 0. The total global routing overflow is 0. For this run, the script counts the antenna cells in the layout as 0. The core box area is 0.00342 mm².

The share of synthesized area in the top cell type comes to 29.7%. The area reported by Yosys stat is 337 µm². The number of standard cells in the final layout excluding fillers is 122. The power report shows net switching accounting for 37.2% of the total.

The critical path arrival is 1900 ps. The largest single stage delay on the critical path is 340 ps. The floorplan utilization is 9.85%. The cell with the most instances after synthesis is sky130_fd_sc_hd__inv_1. After layout, the clock buffer instance count stands at 0. The power density normalized to cell area is 329 mW/mm². For this block, the routed nets add up to 1.06 mm of wire. The number of different library cells in the post-synthesis netlist is 17. The via count of the first global-routing pass is 374.

The warning count from the yosys run is 0. The number of antenna violations at the first check in global routing is 0. The horizontal die dimension is 80 µm. Setup repair after global routing could not meet its margin everywhere.

In this run the count of I/O pins placed on the die edge is 15. The post-DP HPWL is 877 µm. The power share of the sequential group is 0%. The checks that failed: setup timing. Setup slack on the critical path of the routed design comes to -622 ps. Internal power comes to 0.000152 W. The fraction of final layout cells with drive strength greater than 1 is 53.9%. In the setup report, the worst path falls into the class in2out.

The worst min-delay path category is in2out. In this run the cell area of the synthesized design comes to 337 µm². The critical path launch point type is an input pin.

For reference, the critical path cell chain is buf_6, xor2_2, inv_2, fa_2, inv_2, fa_2, xnor2_2, buf_4, a211o_1, o21ai_1, buf_2. The ratio of routed vias to standard cells is 3.12. Along the worst hold path, the cell count comes to 6. The critical path's slowest cell is sky130_fd_sc_hd__fa_2. The final critical-path required period is 2220 ps. The end point of the worst hold path is S[3]. The synthesized netlist was found by Yosys to have 41 cells. The proportion of power drawn by the clock network is 0%. The tightest hold path in the finished design has a slack of 1310 ps.

Per the OpenROAD power report, switching power amounts to 0.0000899 W. Looking at the critical path, the highest net fanout was 2.
[logic make-up (layout without fill, tap and decap cells)]
kind of cell | count (synthesis) | count (layout) | synth area share, %
buffers and inverters | 11 | 46 | 14.9
adder cells (fa/ha/maj) | 10 | 10 | 41.6
AND-OR/OR-AND | 7 | 7 | 13.8
XOR/XNOR | 6 | 6 | 15.6
AND/OR/NAND/NOR | 4 | 4 | 5.21
multiplexers | 3 | 3 | 8.92
[what timing repair did]
item	in CTS	in global routing
endpoints found under the setup margin	4	4
hold buffers	0	0
cloned	0	0
pin swaps	9	3
gates resized	44	2
buffers inserted	8	0
[per-stage QoR]
| step | instance area [µm²] | power, W |
|---|---|---|
| global route | 734 | 0.000265 |
| global placement | 638 | 0.000191 |
| CTS | 733 | 0.000243 |
| finish | 734 | 0.000242 |
| floorplan | 345 | 0.0000882 |
| detailed placement | 638 | 0.000194 |
[critical path: cells and delay by family]
family	cells	cell delay, ps
adders and majority gates	2	530
xor gates and xnor gates	2	320
buffers and inverters	5	430
AOI/OAI and AO/OA	2	300
[cell type report]
cell class / count / area (µm²)
fill: 383 / 2680
timing repair buffer: 37 / 292
multi-input combinational: 30 / 352
tap: 46 / 57.6
inverter: 9 / 33.8
[cell usage in the layout, fill, tap and decap left out, drive strengths merged, types with 3 or more instances in the layout]
master / synthesis / layout
buf: 2 / 30
inv: 9 / 9
ha: 8 / 8
clkdlybuf4s50: 0 / 4
xor2: 4 / 4
mux2i: 3 / 3
[per-layer routing]
| layer | part of all wire [%] | routed length [µm] | vias up | track usage [%] |
|---|---|---|---|---|
| li1 | - | - | 197 | - |
| met1 | 40 | 428 | 178 | 3.20 |
| met2 | 54 | 572 | 6 | 6.18 |
| met3 | 5.6 | 59 | 0 | 0.682 |
| met4 | 0 | 0 | 0 | 0 |
| met5 | 0 | 0 | - | 0 |
[power by group through the flow]
| stage | Clock, W | Sequential, W | Combinational (W) |
|---|---|---|---|
| CTS | 0 | 0 | 0.000243 |
| finish | 0 | 0 | 0.000242 |
| global route | 0 | 0 | 0.000265 |
[how the worst max path moves through the flow]
stage / slack (ps) / end
4_1_cts: -690 / S[3]
6_report: -620 / S[3]
5_1_grt: -710 / S[3]
No activity file was given, so power comes from the tool's default toggle rates.
